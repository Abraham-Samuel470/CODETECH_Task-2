==> ./design.v <==
`timescale 1ns / 1ps
module Moore_Machine(
    input clk,
    input inbits,
    input reset,
    output reg detect
    );
    reg [1:0] state;
    initial begin
        state = 2'b00;
    end
    always @(posedge clk or posedge reset) begin
        if (reset)
            state <= 2'b00;
        else begin
            case (state)
                2'b00: begin
                    if (inbits) state <= 2'b01;
                    else        state <= 2'b10;
                end
                2'b01: begin
                    if (inbits) state <= 2'b11;
                    else        state <= 2'b10;
                end
                2'b10: begin
                    if (inbits) state <= 2'b01;
                    else        state <= 2'b11;
                end
                2'b11: begin
                    if (inbits) state <= 2'b01;
                    else        state <= 2'b10;
                end
            endcase
        end
    end
    always @(posedge clk or posedge reset) begin
        if (reset)
            detect <= 1'b0;
        else if (state == 2'b11)
            detect <= 1'b1;   
        else
            detect <= 1'b0;   
    end
endmodule
==> ./run.sh <==
#!/bin/bash
# OpenROAD 26Q1-2900-gdf79404cd8, Yosys 0.63+post, stock flow scripts
make -C /OpenROAD-flow-scripts/flow DESIGN_CONFIG=/design/flow/config.mk WORK_HOME=/design/flow/orfs finish
==> ./config.mk <==
export PLATFORM = sky130hd
export DESIGN_NAME = Moore_Machine
export DESIGN_NICKNAME = Moore_Machine
export VERILOG_FILES = /design/flow/design.v
export SDC_FILE = /design/flow/constraint.sdc
export NUM_CORES = 4
export LEC_CHECK = 1
export CORE_AREA = 10 10 70 70
export DIE_AREA = 0 0 80 80
==> ./constraint.sdc <==
current_design Moore_Machine

set clk_period 1.0
set clk_io_pct 0.2

create_clock -name clk0 -period $clk_period [get_ports {clk}]

set non_clock_inputs [all_inputs -no_clocks]
set_input_delay [expr $clk_period * $clk_io_pct] -clock clk0 $non_clock_inputs
set_output_delay [expr $clk_period * $clk_io_pct] -clock clk0 [all_outputs]
==> flow_summary_export.csv <==
group,metric,value,unit
logic_synthesis,ys_cells,14,
global_route,grt.overflow.total,0,
final_layout,comb_area,80.1,um^2
logic_synthesis,synth_seq_share,49.2,%
final_timing,rsz0062_at_grt,"true",
global_route,antenna_found_initial,0,
run,max_cap_viol_count,0,
clocking,clock_sink_count,3,
final_timing,finalSetupViolations,0,
clocking,cts.path.max_buffers,2,
power,power.leakage,0.113,nW
final_layout,final_cells,67,
floorplanning,pin_count,4,
final_layout,regArea,75.1,um^2
placement,gp_congestion,0.619,
route,drc,0,
placement,dp_slack,-42.9,ps
final_timing,setup-tns-final,0,ps
global_route,grt_max_degree,4,
setup_path,cp-end-kind,"flip-flop",
final_timing,finalCriticalPeriod,965,ps
route,wl,338,um
power,power.density,2720,nW/um^2
floorplanning,die_w,80,um
setup_path,critPathMaxFanout,3,
logic_synthesis,syn_area,153,um^2
route,n_antenna_cell,0,
route,drt_iter0_markers,5,
setup_path,required,1120,ps
logic_synthesis,netlist_instances,14,
clocking,cts-root-buf,"clkbuf_4",
clocking,clkLatencyLatePin,230,ps
logic_synthesis,synth_flops,3,
route,dr.pass1.iters,2,
floorplanning,core_area,3420,um^2
final_timing,slew_headroom,89.7,%
final_layout,utilization,8.17,%
floorplanning,fp_util,4.47,%
final_timing,slew_violations,0,
floorplanning,chipArea,6400,um^2
worst_hold_path,hp-class,"in -> async",
setup_path,critPathKind,"reg -> reg",
final_timing,worst-slew-pin-transition,154,ps
clocking,numCtsBuffers,3,
final_timing,finClkSkew,0.358,ps
setup_path,cp.arrival,1080,ps
clocking,htreeDepth,1,
placement,numPortBuffers,3,
route,vias,114,
global_route,grt_pass1_vias,130,
setup_path,start_kind,"flip-flop",
clocking,ctsHoldBuffers,0,
final_layout,synthToLayoutAreaGrowth,82.8,%
final_timing,final-hold-violation-count,0,
logic_synthesis,avgSynthCellArea,10.9,um^2
placement,dp_cells,63,
placement,dpl.hpwl,240,um
floorplanning,die-height,80,um
power,p_total,0.758,mW
final_layout,fillCellCount,411,
clocking,cts_tree,"done",
final_layout,mostFrequentLayoutCells,"inv_1 (3), clkbuf_4 (3), dfrtp_1 (3)",
route,via_per_inst,1.70,
outcome,status,"complete, no violations",
clocking,path_clk_slew,40,ps
route,drtAntennaViolNets,0,
logic_synthesis,synth_warnings,1,
global_route,grt_pass1_wl,572,um
final_timing,max_freq,1040,MHz
route,wl_per_cell,5.04,um
logic_synthesis,synth_cell_type_count,6,
final_layout,drive_gt1_share,42.9,%
logic_synthesis,ys_area,153,um^2
final_timing,finalClockPeriodUsage,96.5,%
floorplanning,num_rows,21,
final_timing,fin_ws,35.3,ps
run,warning_count,28,
power,peakVddDrop,0.882,mV
global_route,grtUsageTotal,1.30,%
[stage by stage]
| step | hold WS (ps) | area [um^2] |
|---|---|---|
| after floorplan | -46.4 | 153 |
| after global routing | 136 | 279 |
| after global placement | 378 | 240 |
| after CTS | 138 | 279 |
| after detailed placement | 382 | 240 |
| final | 140 | 279 |
[power breakdown]
group	total, mW	internal (mW)	switching (mW)
registers	0.238	0.185	0.0535
logic	0.307	0.170	0.137
clock network	0.213	0.150	0.0637
total	0.758	0.504	0.254
[routing by layer]
metal	track usage, %	routed length (um)	vias up
met1	1.60	200	52
met2	1.12	94	6
met5	0	0	-
li1	-	-	56
met4	0.352	0	0
met3	1.82	44	0
[final timing paths]
| kind | from | endpoint | slack (ps) | cells past startpoint |
|---|---|---|---|---|
| setup / recovery | state[0] | state[0] | 40 | 4 |
| hold / removal | reset | detect | 140 | 2 |
| setup reg to reg | state[0] | state[0] | 40 | 4 |
| hold reg to reg | state[0] | detect | 580 | 1 |
| max in group asynchronous | reset | state[0] | 740 | 2 |
| min in group clk0 | state[0] | detect | 580 | 1 |
[cells in the mapped netlist]
library cell  n  area share, %
ha_1          3             25
o21ai_1       2            6.6
o21bai_2      1            7.4
inv_1         4            9.8
dfrtp_1       3             49
nor2_1        1            2.5
[worst max-delay path: stages, from the launching register on]
cell and delay [ps]:
dfrtp_1 400, inv_2 80, ha_4 190, o21ai_1 100
o21ai_1 70
[sequential cells by signal (all words and copies together) (netlist names)]
register	flops
detect	1
state	2
[repair_timing]
| action | in CTS | in global routing |
|---|---|---|
| endpoints found under the setup margin | 3 | 3 |
| pin swaps | 2 | 1 |
| resized | 3 | 4 |
| endpoints found under the hold margin | 0 | 0 |
| gates cloned | 0 | 0 |
| buffers inserted | 0 | 0 |
[final cells by class]
class | count | area share (%)
timing repair buffer | 3 | 8.97
inverter | 4 | 5.38
tap | 46 | 20.6
clock buffer | 4 | 9.42
sequential | 3 | 26.9
multi-input combinational | 7 | 28.7
[cells by family after synthesis]
| group | after synthesis | synth area share (%) |
|---|---|---|
| buffers and inverters | 4 | 9.83 |
| AOI/OAI and AO/OA | 3 | 13.9 |
| adders and majority gates | 3 | 24.6 |
| DFF | 3 | 49.2 |
| and+or+nand+nor | 1 | 2.46 |
Power and IR drop assume default switching activity.
